## ./design.v

```verilog
module D_ff_AR (input D, clock, reset, output Q);
    reg Q;
    always @(posedge clock, negedge reset)
        if(!reset) Q <= 1'b0;
        else Q <= D;
endmodule
module Lab3_Sequence_Recognizer_structure (input x, clock, reset, output z);
    wire DA, DB, DC;
    wire A, B, C;
    assign DA = (~C & x) | (A & ~x) | (B & C & ~x);
    assign DB = (A & B) | (B & ~x) | (C & x) | (A & C);
    assign DC = (~A & ~B & ~x) | (~A & ~C & ~x) | (~B & ~C & ~x);
    assign z = ~A & B & ~C & ~x;
    D_ff_AR FFA(DA, clock, reset, A);
    D_ff_AR FFB(DB, clock, reset, B);
    D_ff_AR FFC(DC, clock, reset, C);
endmodule
```

## ./run.sh

```bash
#!/bin/bash
# OpenROAD 26Q1-2900-gdf79404cd8, Yosys 0.63+post, stock flow scripts
make -C /OpenROAD-flow-scripts/flow DESIGN_CONFIG=/design/flow/config.mk WORK_HOME=/design/flow/orfs finish
```

## ./config.mk

```make
export PLATFORM = sky130hd
export DESIGN_NAME = Lab3_Sequence_Recognizer_structure
export DESIGN_NICKNAME = Lab3_Sequence_Recognizer_structure
export VERILOG_FILES = /design/flow/design.v
export SDC_FILE = /design/flow/constraint.sdc
export NUM_CORES = 4
export LEC_CHECK = 1
export CORE_AREA = 10 10 70 70
export DIE_AREA = 0 0 80 80
```

## ./constraint.sdc

```tcl
current_design Lab3_Sequence_Recognizer_structure

set clk_period 1.4
set clk_io_pct 0.2

create_clock -name clk0 -period $clk_period [get_ports {clock}]

set non_clock_inputs [all_inputs -no_clocks]
set_input_delay [expr $clk_period * $clk_io_pct] -clock clk0 $non_clock_inputs
set_output_delay [expr $clk_period * $clk_io_pct] -clock clk0 [all_outputs]
```

==> flow_summary.ini <==
; synthesis and place-and-route metrics
[yosys]
ys_sh_mux = 0.183
synth-xor-area-share = 0
yosys.area_share.adder = 0.0734
syn_inst = 10
ys_cells = 10
ys_sh_simple = 0.0917
yosys_warnings = 1
ys_sh_aoi = 0.101
syn_area_per_cell_um2 = 13.6
synth_cell_types = 8
syn_area_um2 = 136
logic_family = multiplexers
yosys.stat.seqShare = 0.550
synth_chip_area_um2 = 136
ys.flops = 3

[clock_tree]
root_buffer = clkbuf_4
clk_latency_ns = 0.23
cts_made_buffers = 3
cts_tree = done
cts_max_level = 1
cts_max_path_buffers = 2
hold_buffers = 0
clk_pin_slew_ns = 0.04
cts.sinks = 3

[routing]
finalWirelength_um = 370
diodes = 0
drt_iter0_markers = 1
ant_nets = 0
drc = 0
wl_per_cell_um = 5.52
drt_first_pass_iters = 2
vias = 109
avgViaCountPerCell = 1.63

[job]
warning_count = 25
maxCapViolations = 0

[power_and_ir_drop]
p_int_w = 0.000352
power_frac_seq = 0.298
clkPwrFrac = 0.309
power.total_w = 0.000492
pwr-share-comb = 0.393
cellLeakagePower_nw = 0.107
power_density_mw_per_mm2 = 1750
swShare = 0.285
ir_drop_mv = 0.264
power.switching_w = 0.000140

[critical_path]
reg2reg_to = FFB.Q
required_ns = 1.12
r2r_cells = 3
crit_arrival_ns = 0.99
endpoint_kind = primary output
r2r_setup_slack_ns = 0.32
critical_path.max_fanout = 2
worst_setup_path_start_kind = flop
path_class = reg2out
timing.rr.start = FFC.Q

[grt]
overflow = 0
grt_pass1_vias = 119
grt_pass1_wl_um = 517
grtUsageTotal = 0.0114
antenna_found_initial = 0
grt_max_degree = 6

[final_timing]
report.final.hold_viol_count = 0
fin_worst_skew_ns = 0.00108
max_freq_mhz = 785
rsz0062_at_grt = no
tightest_slew_ns = 0.194
final.period_utilization = 0.909
finalSetupViolCount = 0
period_minus_slack_ns = 1.27
relSlewSlack = 0.871
report.final.slew_viol_count = 0

[finish]
lay_top_count = buf_4
layout.cells.most_common_list = buf_4, dfrtp_1, clkbuf_4
logic_area_um2 = 67.6
layout-drive-gt1-share = 0.476
area.sequential_um2 = 75.1
fillers = 399
area_growth_pct = 106
layout.cells.non_filler = 67

[die]
die_h_um = 80
io_pins = 4
coreArea_mm2 = 0.00342
rows = 21
chip_area_mm2 = 0.00640
core_util_floorplan = 0.0399
die_w_um = 80

[placed_design]
dp_hpwl_um = 276
port_buffers = 3
place_congestion = 0.587
place_inst = 63

[worst_hold_path]
hold_class = in2async

[run_status]
status = finished clean
==> kinds of logic (layout without fill, tap and decap cells) <==
kind of cell               after synthesis  after routing
DFF                                      3              3
AOI/OAI and AO/OA                        2              2
muxes                                    2              2
and+or+nand+nor                          2              2
adders and majority gates                1              1
buffers and inverters                    0             11
==> timing repair <==
item / in CTS / in global routing
gates resized: 3 / 2
endpoints found under the setup margin: 1 / 1
pin swaps: 1 / 1
gates cloned: 0 / 0
buffers inserted: 0 / 0
==> through the flow <==
stage / worst slack [ns] / area, µm² / setup TNS (ns) / hold WS, ns / utilization
4_1_cts: 0.0172 / 284 / 0 / 0.226 / 0.0832
6_report: 0.127 / 280 / 0 / 0.229 / 0.0821
3_5_place_dp: -0.438 / 254 / -0.535 / 0.478 / 0.0744
3_3_place_gp: -0.389 / 254 / -0.475 / 0.472 / 0.0744
2_1_floorplan: 0.462 / 136 / 0 / -0.0156 / -
5_1_grt: 0.0360 / 280 / 0 / 0.224 / 0.0821
==> cell type report <==
type	count	area share
Clock buffer	4	0.0937
Timing Repair Buffer	7	0.192
Multi-Input combinational cell	7	0.241
Tap cell	46	0.205
Sequential cell	3	0.268
==> critical path, cell delays in order, from the launching register on <==
cell and delay [ns]:
dfrtp_1 0.38, nor4b_2 0.25, clkbuf_2 0.13
==> cells in the mapped netlist (all sizes together) <==
library cell | instances | area (µm²)
mux2 | 1 | 15.0
dfrtp | 3 | 75.1
nor2 | 1 | 3.75
a21oi | 1 | 5.00
o22a | 1 | 8.76
maj3 | 1 | 10.0
mux2i | 1 | 10.0
nor4b | 1 | 8.76
==> per-layer routing <==
layer	vias to the layer above	global-route usage	wire length [µm]
met5	-	0	0
met2	3	0.00963	137
met3	0	0.0159	68
li1	59	-	-
met1	47	0.0133	164
met4	0	0.00528	0
==> flip-flops by register name, summed over array words and instances (netlist names) <==
signal / cells
FFA.Q: 1
FFB.Q: 1
FFC.Q: 1
==> power by group through the flow <==
stage | combinational (W) | clock, W | sequential, W
final | 0.000193 | 0.000152 | 0.000147
after global routing | 0.000213 | 0.000167 | 0.000153
after CTS | 0.000194 | 0.000161 | 0.000147
==> worst max path at each step <==
stage	cells past startpoint	end	startpoint	slack, ns
4_1_cts	2	z	FFA.Q	0.02
5_1_grt	2	z	FFC.Q	0.04
6_report	2	z	FFC.Q	0.13
Power is estimated from default activity; no workload was simulated.
