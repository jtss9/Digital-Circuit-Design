--- ./run.sh ---
#!/bin/bash
# OpenROAD 26Q1-2900-gdf79404cd8, Yosys 0.63+post, stock flow scripts
make -C /OpenROAD-flow-scripts/flow DESIGN_CONFIG=/design/flow/config.mk WORK_HOME=/design/flow/orfs finish
--- ./config.mk ---
export PLATFORM = sky130hd
export DESIGN_NAME = Lab2_4_bit_BLS_behavioral
export DESIGN_NICKNAME = Lab2_4_bit_BLS_behavioral
export VERILOG_FILES = /design/flow/design.v
export SDC_FILE = /design/flow/constraint.sdc
export NUM_CORES = 4
export LEC_CHECK = 1
export CORE_AREA = 10 10 70 70
export DIE_AREA = 0 0 80 80
--- ./constraint.sdc ---
current_design Lab2_4_bit_BLS_behavioral

set clk_period 1.6
set clk_io_pct 0.2

create_clock -name clk0 -period $clk_period

set non_clock_inputs [all_inputs -no_clocks]
set_input_delay [expr $clk_period * $clk_io_pct] -clock clk0 $non_clock_inputs
set_output_delay [expr $clk_period * $clk_io_pct] -clock clk0 [all_outputs]
--- ./design.v ---
module Lab2_4_bit_BLS_behavioral (input [3:0] A, B, input bin, output reg [3:0] D, output reg bout);
    reg [0:3] p, g;
    reg b0, b1, b2;
    always @(*) 
        begin
            g[0] = !A[0] && B[0];
            g[1] = !A[1] && B[1];
            g[2] = !A[2] && B[2];
            g[3] = !A[3] && B[3];
            p[0] = !A[0] || B[0];
            p[1] = !A[1] || B[1];
            p[2] = !A[2] || B[2];
            p[3] = !A[3] || B[3];
            b0 = g[0] || (p[0] && bin);
            b1 = g[1] || (p[1] && b0);
            b2 = g[2] || (p[2] && b1);
            bout = g[3] || (p[3] && b2);
            D[0] = A[0] ^ B[0] ^ bin;
            D[1] = A[1] ^ B[1] ^ b0;
            D[2] = A[2] ^ B[2] ^ b1;
            D[3] = A[3] ^ B[3] ^ b2;
        end
endmodule
==> job_summary.md <==
### Flow metrics

| Metric | Value |
|---|---|
| Post-route DRC | 0 |
| RSZ-0062 raised after global routing | true |
| Total number of vias | approximately 130 |
| Footprint of the multi-input gates | 90.1 um^2 |
| I/O pin cnt | 14 |
| Power per cell area | 248 nW/um^2 |
| Clock buffer cells | 0 |
| P_leak | 0.142 nW |
| Final ANT Viol Nets | 0 |
| Crit share post-route | 142% |
| Switching Power | about 0.03 mW |
| Largest cells by area | fa_1, inv_1 |
| Vias in the first global route | 136 |
| Cell count after synthesis | 14 |
| Hold path start | A[0] |
| IR drop worst, VDD | 0.0372 mV |
| Number of OpenROAD warnings | 35 |
| Initial DRT Pass Iterations | 1 |
| Clock Power Share | 0% |
| Outcome | complete, but fails checks |
| Max Cap Viol | 0 |
| Total track usage | 1.48% |
| Yosys cell count | 14 |
| FP Core Util | ~3.4% |
| Distinct cells, synth | 2 |
| Initial antenna violation count | 0 |
| Number of port buffers | 14 |
| Crit path top cell by count | fa_2 |
| Placed cell areas | around 340 um^2 |
| YS warnings | 1 |
| Post-route cell area | 318 um^2 |
| Yosys top cell area share | 68.1% |
| Final Wtd Congestion | 0.740 |
| Storage cell area | 0 um^2 |
| Sw Share | 38.1% |
| Max Clk Rate | 0.439 GHz |
| Slew @ Worst Pin | 0.0989 ns |
| GRT overflow | 0 |
| Hold endpoint | D[0] |
| Initial DRC count | 0 |
| Ant diodes | 0 |
| Crit path kind | input pin to primary output |
| Hold crit path type | input pin to primary output |
| Largest net degree at the start of global routing | 2 |
| CP peak stage delay | 0.41 ns |
| Max-slew violations | 0 |
| Slew HR | slightly above 90% |
| Mapped Area | 118 um^2 |
| FILL cells | about 410 |
| Crit path cell chain | buf_8 -> inv_12 -> fa_2 -> inv_2 -> fa_2 -> fa_2 -> inv_2 -> fa_2 -> buf_2 |
| Cell type with the largest total area | fa_1 |
| Internal power | 0.0488 mW |
| Combinational Power Share | 100.0% |
| Share of layout cells above drive strength 1 | 57.1% |
| Yosys synthesis chip area | 118 um^2 |
| Buffers & Inverters on Critical Path | 5 |
| Core Rows | 21 |
| Registers | 0 |
| Startpoint class of the critical path | input pin |
| Crit path DAT | 1.96 ns |
| Setup Viol. Count Final | 4 |
| Synth Area per Inst | 8.40 um^2 |
| CP max stage cell | fa_2 |
| Total die area | 6400 um^2 |
| Post-route minimum period | roughly 2.3 ns |
| Violated checks | negative setup slack |
| Synthesis-to-layout area growth | 170% |
| Crit path max fanout | 1 |
| Crit path capture type | primary output |
| Sequential Power Share | 0% |
| Required @ worst endpoint | 1.28 ns |
| Die Wd | ~80 um |
| Post-CTS setup buffer count | 0 |
| Die height | 80 um |
| Vias per std cell | around 1.7 |
| First-pass GRT wire length | 717 um |
| Number of hold violations in the final report | 0 |
| Post-Route WL | 502 um |
| Synth Seq Share | 0% |
| Setup WS post-layout | -0.678 ns |
| Hold path depth | 3 |
| Post-Place Setup Slack | -1.48 ns |
| Cell family with most CP delay | adder cells |
| HPWL after DPL | 519 um |
| Core Region | 3420 um^2 |
| Drt wl/cell | 6.78 um |
stage by stage:
step	TNS, ns	power [mW]	hold WS [ns]	instances	util, %
floorplan	-0.713	0.0209	0.753	14	-
global route	-1.84	0.0903	1.14	74	9.30
global placement	-5.84	0.0989	1.75	74	9.89
CTS	-1.94	0.0809	1.12	74	9.30
finish	-1.67	0.0788	1.11	74	9.30
detailed placement	-5.92	0.0999	1.75	74	9.89
per-layer routing:
layer | track usage [%] | vias to the layer above | share of wire, % | routed length, um
met5 | 0 | - | 0 | 0
met2 | 2.81 | 8 | 49 | 247
met3 | 0.909 | 0 | 18 | 91
met4 | 0 | 0 | 0 | 0
li1 | - | 60 | - | -
met1 | 1.40 | 60 | 33 | 164
placed cells by master (no fill, tap or decap):
master,synthesis,routed
buf_2,0,5
fa_2,0,4
inv_2,0,3
inv_12,0,1
buf_6,0,1
clkdlybuf4s50_1,0,4
buf_8,0,1
inv_4,0,1
dlygate4sd2_1,0,3
inv_1,10,5
layout make-up:
type                       instances  area share (%)
inverter                          10            16.5
multi-input combinational          4            28.3
tap                               46            18.1
timing repair buffer              14            37.0
tightest hold or removal path: cells and delay by family:
kind / cells / cell delay (ns)
fa+ha+maj: 1 / 0.18
buf+inv: 2 / 0.29
power groups by stage:
stage	Clock, mW	Combinational (mW)	Sequential, mW
final	0	0.0788	0
after CTS	0	0.0809	0
after global routing	0	0.0903	0
how the worst max path moves through the flow:
stage,start,to,slack (ns),depth (start not counted)
after CTS,B[0],D[3],-0.78,9
after global routing,B[0],D[3],-0.71,9
final,B[0],D[3],-0.68,9
cells by family (layout without fill, tap and decap cells):
kind of cell | after synthesis | count (layout) | share of synthesized area, %
buffers and inverters | 10 | 24 | 31.9
adders and majority gates | 4 | 4 | 68.1
what timing repair did:
| item | in CTS | in global routing |
|---|---|---|
| resized | 34 | 1 |
| cloned | 0 | 0 |
| endpoints found under the hold margin | 0 | 0 |
| pin swaps | 4 | 4 |
| hold buffers | 0 | 0 |
| endpoints found under the setup margin | 5 | 4 |
cells in the mapped netlist, drive strengths merged:
cell,n
inv,10
fa,4
No activity file was given, so power comes from the tool's default toggle rates.
