<file path="design/flow/config.mk">
export PLATFORM = sky130hd
export DESIGN_NAME = Lab2_4_bit_RBS
export DESIGN_NICKNAME = Lab2_4_bit_RBS
export VERILOG_FILES = /design/flow/design.v
export SDC_FILE = /design/flow/constraint.sdc
export NUM_CORES = 4
export LEC_CHECK = 1
export CORE_AREA = 10 10 70 70
export DIE_AREA = 0 0 80 80
</file>
<file path="design/flow/constraint.sdc">
current_design Lab2_4_bit_RBS

set clk_period 3.8
set clk_io_pct 0.2

create_clock -name clk0 -period $clk_period

set non_clock_inputs [all_inputs -no_clocks]
set_input_delay [expr $clk_period * $clk_io_pct] -clock clk0 $non_clock_inputs
set_output_delay [expr $clk_period * $clk_io_pct] -clock clk0 [all_outputs]
</file>
<file path="design/flow/design.v">
module Lab2_4_bit_RBS (input [3:0] A, B, input bin, output [3:0] D, output bout);
    wire bin1, bin2, bin3;
    Lab2_full_sub FS1(A[0], B[0], bin, D[0], bin1);
    Lab2_full_sub FS2(A[1], B[1], bin1, D[1], bin2);
    Lab2_full_sub FS3(A[2], B[2], bin2, D[2], bin3);
    Lab2_full_sub FS4(A[3], B[3], bin3, D[3], bout);
endmodule
module Lab2_full_sub(input a, b, bin, output diff, bout);
    wire w1, w2, w3;
    Lab2_half_sub_gatelevel HS1(a, b, w1, w2);
    Lab2_half_sub_gatelevel HS2(w1, bin, diff, w3);
    or #(2) g(bout, w2, w3);
endmodule
module Lab2_half_sub_gatelevel(input a, b, output diff, bout);
    xor #(4) g1(diff, a, b);
    wire a_not;
    not  g2(a_not, a);
    and #(2) g3(bout, a_not, b);
endmodule
</file>
<file path="design/flow/run.sh">
#!/bin/bash
# OpenROAD 26Q1-2900-gdf79404cd8, Yosys 0.63+post, stock flow scripts
make -C /OpenROAD-flow-scripts/flow DESIGN_CONFIG=/design/flow/config.mk WORK_HOME=/design/flow/orfs finish
</file>
==> Slide: Implementation Results <==
Synthesis and Place & Route Summary

Drt
  – Drt wl/cell: 5.22 um
  – Initial DRT Pass Iterations: 1
  – First DRT Iteration DRCs: 0
  – Drc violations: 0
  – Antenna Cells: 0
  – Vias per cell: 1.65
  – WL final: 386 um
  – Post-route ant nets: 0
  – Routed vias: 122

Synthesis
  – Synth Instances: 18
  – Seq/Total Area, Yosys: 0%
  – Post-synthesis area per instance: 8.20 um^2
  – YS chip area: 148 um^2
  – Mapped Area: 148 um^2
  – Yosys cell count: 18
  – Synth warn: 0
  – Cell variety after synth: 3

Global route
  – Pin count of the biggest net entering global routing: 2
  – Initial antenna violation count: 0
  – Vias in the first global route: 111
  – Grt ovf: 0
  – First-pass GRT wire length: 496 um
  – Total GRT Usage: 1.02%

Critical path
  – Crit path required time: 3.04 ns
  – Max incr delay on CP: 0.49 ns
  – Worst-path fanout max: 1
  – Worst setup SP type: input port
  – Slowest cell on the critical path: clkdlybuf4s50_1
  – Crit-path most repeated cell: fa_2
  – Setup CP Type: input port to output port
  – CP Cell Sequence: clkdlybuf4s50_1, fa_2, inv_2, fa_2, fa_1, inv_1, fa_2, dlygate4sd2_1
  – Crit end category: output port
  – Worst Path Arrival: 2.93 ns

Finish
  – Final non-filler cell total: 74
  – Num sequential: 0
  – Layout cell share with drive strength beyond 1: 14.3%
  – P&R area growth vs syn: 118%
  – Number of clock buffers in the layout: 0
  – Final Core Density: 9.41%
  – FF/Latch Area: 0 um^2
  – Fill cells: 411

Clock network
  – Setup Buffers After CTS: 0
  – Hold_buf cts: 0

Die
  – FP Util: 4.32%
  – Die area: 0.00640 mm^2
  – Core Area: 0.00342 mm^2
  – Die height: 80 um
  – Row cnt: 21
  – DIE WIDTH: 80 um
  – I/O Pins: 14

Placed design
  – Final HPWL DP: 395 um
  – Port Buffers: 14
  – Placed instance count: 74
  – Gpl congestion: 0.759

Flow run
  – Max Cap Viol: 0
  – Tool warnings: 32

STA
  – Final setup TNS: 0 ns
  – Final setup viols: 0
  – Final hold vios: 0
  – Tcrit/Tclk final: 97.2%
  – Worst-margin pin slew: 0.0971 ns
  – Rel. slew slack: 93.5%
  – Fin. max-slew vios: 0
  – Final min period: 3.69 ns
  – Max Clock Freq: 271 MHz

Status
  – Status: completed

Power and ir drop
  – Overall Power: 0.0000362 W
  – Pwr Density: 113 mW/mm^2
  – Lkg Pwr: 0.135 nW
  – Worst vdd ir: 0.0000306 V

Hold path
  – Tightest Hold Check Type: input port to output port
area by class of cell:
type / count / area (um^2) / area share (%)
inverters: 10 / 37.5 / 11.7
multi-input cells: 4 / 87.6 / 27.2
well taps: 46 / 57.6 / 17.9
repair buffers: 14 / 139 / 43.2
cell families after synthesis:
group	Yosys count	synth area share (%)
buffers and inverters	14	45.8
adder cells (fa/ha/maj)	4	54.2
synthesized netlist by cell type:
cell   count  area share (%)
buf_4      4              20
fa_1       4              54
inv_1     10              25
report_power, final:
group           total, W  switching [W]  leakage (nW)  internal [W]
Combinational  0.0000362      0.0000105         0.135     0.0000257
Sequential             0              0             0             0
Clock                  0              0             0             0
Total          0.0000362      0.0000105         0.135     0.0000257
repair_timing:
item | in CTS | in global routing
endpoints found under the setup margin | 1 | 2
gates resized | 2 | 3
pin swaps | 1 | 1
final timing paths:
path	from	endpoint	slack (ns)	cells past startpoint
worst min-delay path	B[3]	D[3]	2.38	4
worst max-delay path	A[0]	D[3]	0.11	8
layout by cell type, fill, tap and decap left out:
cell type	n
clkdlybuf4s50_1	13
inv_1	9
fa_2	3
inv_2	1
fa_1	1
dlygate4sd2_1	1
critical path: cells and delay by family:
kind	cells	cell delay, ns
adder cells (fa/ha/maj)	4	1.32
buffers and inverters	4	0.86
through the flow:
step	area [um^2]	hold WS [ns]	setup WS, ns
global placement	315	2.58	-0.112
floorplan	148	1.68	0.720
global route	322	2.44	-0.0157
CTS	317	2.34	0.000750
finish	322	2.38	0.107
detailed placement	315	2.58	-0.114
routing by layer:
metal	share of wire [%]	global-route usage, %
met1	59	1.74
met2	17	0.883
met3	23	0.795
met4	0	0
met5	0	0
No activity file was given, so power comes from the tool's default toggle rates.
